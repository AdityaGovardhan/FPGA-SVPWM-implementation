==> ./design.v <==
`timescale 1 ns / 1 ns
module MinMax1
          (
           in0_0,
           in0_1,
           in0_2,
           out0
          );
  input   signed [15:0] in0_0;   
  input   signed [15:0] in0_1;   
  input   signed [15:0] in0_2;   
  output  signed [15:0] out0;   
  wire signed [15:0] in0 [0:2];   
  wire signed [15:0] MinMax1_stage1_val [0:1];   
  wire signed [15:0] MinMax1_stage2_val;   
  assign in0[0] = in0_0;
  assign in0[1] = in0_1;
  assign in0[2] = in0_2;
  assign MinMax1_stage1_val[0] = (in0[0] >= in0[1] ? in0[0] :
              in0[1]);
  assign MinMax1_stage1_val[1] = in0[2];
  assign MinMax1_stage2_val = (MinMax1_stage1_val[0] >= MinMax1_stage1_val[1] ? MinMax1_stage1_val[0] :
              MinMax1_stage1_val[1]);
  assign out0 = MinMax1_stage2_val;
endmodule   
==> ./run.sh <==
#!/bin/bash
# OpenROAD 26Q1-2900-gdf79404cd8, Yosys 0.63+post, stock flow scripts
make -C /OpenROAD-flow-scripts/flow DESIGN_CONFIG=/design/flow/config.mk WORK_HOME=/design/flow/orfs finish
==> ./config.mk <==
export PLATFORM = sky130hd
export DESIGN_NAME = MinMax1
export DESIGN_NICKNAME = MinMax1
export VERILOG_FILES = /design/flow/design.v
export SDC_FILE = /design/flow/constraint.sdc
export NUM_CORES = 4
export LEC_CHECK = 1
export CORE_AREA = 10 10 102 102
export DIE_AREA = 0 0 112 112
==> ./constraint.sdc <==
current_design MinMax1

set clk_period 13.0
set clk_io_pct 0.2

create_clock -name clk0 -period $clk_period

set non_clock_inputs [all_inputs -no_clocks]
set_input_delay [expr $clk_period * $clk_io_pct] -clock clk0 $non_clock_inputs
set_output_delay [expr $clk_period * $clk_io_pct] -clock clk0 [all_outputs]
==> qor.txt <==
Status: completed
CP Max Fanout: 18
Antenna diodes: 0
Hold crit path type: in -> out
VDD IR max: 0.0251 mV
Worst setup path class: in -> out
CP Data Arrival Time: 7.56 ns
Drt pass-1 iters: 4
Full die area: 12,500 sq um
Min-Delay Endpoint: out0[0]
Hold Buf Count CTS: 0
Clkbuf count: 0
Slew margin rel.: 0.474
Yosys Instances: 185
Max Slew Vio Count: 0
Post-CTS Setup Inserts: 0
Crit path time final: 10.16 ns
Setup crit end kind: output pin
Post-DR wirelength/cell: 14.3 um
Fin. Hold Viols: 0
Total number of yosys warnings: 1
Detailed router's first-iteration violation count: 27
Core ar.: 8220 sq um
Leakage: 0.00114 uW
RSZ-0062 raised after global routing: no
Final worst slack: 2.84 ns
Drt drc: 0
IO Pins: 64
Register area: 0 sq um
Number of global-route vias before repair: 1,512
Top cells excl fill/tap: clkdlybuf4s50_1 (64), mux2i_1 (48), inv_1 (34), ha_1 (32), a21oi_1 (12)
Worst EP required: 10.40 ns
Die x size: 112 um
Hold depth: 4
GRT Resource Usage Total: 0.0777
Remaining Overflow, GRT: 0
DPL Wire Length: 4530 um
Antenna violations before repair: 0
Setup TNS: 0 ns
Sequential cells: 0
Distinct lib cells used: 27
Final setup viols: 0
Syn Area/Cell: 8.80 sq um
Top cell excl fill/tap: clkdlybuf4s50_1
Cycle use final: 0.781
FP Rows: 33
Area grow syn2layout: 44.0%
Gates resized, CTS repair: 0
Yosys Chip Area: 1630 sq um
Die height: 112 um
Slew @ Worst Pin: 0.789 ns
Total Wirelength: 5000 um
Port Buffers: 64
Final Total Pwr: 130 uW
Antenna Violating Nets Remaining: 0
Mapped cell area: 1630 sq um
Pin count of the biggest net entering global routing: 19
Vias/cell: 4.22
RePlAce Congestion: 0.818
Pwr/cell area: 55.3 nW/um^2
Mapped Cells: 185
Critical path launch point type: input port
Global-route wire length before repair: 8090 um
Register area share after synthesis: 0
HP Start: in0_2[0]
Dpl ws: 2.80 ns
Vias: 1,474
Tool Warnings: 32
Layout cells sized above 1: 0.0984
Max Cap Viol: 0
Fmax: 98.5 MHz
Init Core Util: 0.198
## through the flow
| stage | hold WS [ns] | instances | area, sq um | util |
|---|---|---|---|---|
| 3_3_place_gp | 6.19 | 349 | 2340 | 0.285 |
| 4_1_cts | 6.19 | 349 | 2340 | 0.285 |
| 3_5_place_dp | 6.17 | 349 | 2340 | 0.285 |
| 5_1_grt | 6.25 | 349 | 2340 | 0.285 |
| 2_1_floorplan | 5.26 | 185 | 1630 | - |
| 6_report | 6.17 | 349 | 2340 | 0.285 |
## cell usage after synthesis (all sizes together)
cell type | number | share of area
o21a | 1 | 0.0046
nor4 | 2 | 0.015
nor2 | 2 | 0.0046
inv | 34 | 0.078
buf | 6 | 0.047
nand3 | 1 | 0.0031
nand4b | 1 | 0.0054
a211o | 1 | 0.0054
mux2 | 17 | 0.14
o211ai | 2 | 0.0092
nor2b | 2 | 0.0077
a21o | 2 | 0.0092
clkbuf | 1 | 0.0023
nand4 | 6 | 0.036
nor4b | 1 | 0.0092
nor3 | 2 | 0.0061
nand2 | 8 | 0.018
mux2i | 48 | 0.30
a2111o | 1 | 0.0069
a2111oi | 1 | 0.0061
ha | 32 | 0.25
o21ai | 2 | 0.0061
a21oi | 12 | 0.037
## routing by layer
layer	share of wire	vias up	GRT usage
met3	0.037	0	0.0103
met1	0.44	663	0.0981
met4	0	0	0
met2	0.52	24	0.144
met5	0	-	0
li1	-	787	-
## cell families after synthesis
group | share of synthesized area
muxes | 0.436
buffers and inverters | 0.128
adders and majority gates | 0.246
and+or+nand+nor | 0.106
AOI/OAI and AO/OA | 0.0845
## critical path, stage by stage
cell,delay (ns)
clkdlybuf4s50_1,0.49
inv_1,0.05
ha_1,0.26
buf_4,0.29
nand4_4,0.14
a2111oi_1,0.34
a211o_1,0.68
mux2i_1,0.37
ha_1,0.32
nand4_2,0.14
nor3_1,0.07
a2111o_1,0.40
a21oi_1,0.16
mux2_4,0.44
mux2_4,0.33
clkdlybuf4s50_1,0.44
## layout make-up
| cell class | count | area [sq um] |
|---|---|---|
| Tap cell | 105 | 131 |
| Inverter | 34 | 128 |
| Timing Repair Buffer | 66 | 656 |
| Multi-Input combinational cell | 144 | 1430 |
| Fill cell | 848 | 5870 |
## how the worst max path moves through the flow
| stage | start | end | depth (start not counted) |
|---|---|---|---|
| 4_1_cts | in0_1[15] | out0[13] | 16 |
| 5_1_grt | in0_1[15] | out0[13] | 16 |
| 6_report | in0_1[15] | out0[13] | 16 |
## where the power goes
part | total [uW] | switching [uW] | internal, uW
Sequential | 0 | 0 | 0
Combinational | 130 | 51.5 | 78.1
Clock | 0 | 0 | 0
Power is estimated from default activity; no workload was simulated.
