**/design/flow/design.v**
```verilog
`timescale 1 ns / 1 ns
module MinMax
          (
           in0_0,
           in0_1,
           in0_2,
           out0
          );
  input   signed [15:0] in0_0;   
  input   signed [15:0] in0_1;   
  input   signed [15:0] in0_2;   
  output  signed [15:0] out0;   
  wire signed [15:0] in0 [0:2];   
  wire signed [15:0] MinMax_stage1_val [0:1];   
  wire signed [15:0] MinMax_stage2_val;   
  assign in0[0] = in0_0;
  assign in0[1] = in0_1;
  assign in0[2] = in0_2;
  assign MinMax_stage1_val[0] = (in0[0] <= in0[1] ? in0[0] :
              in0[1]);
  assign MinMax_stage1_val[1] = in0[2];
  assign MinMax_stage2_val = (MinMax_stage1_val[0] <= MinMax_stage1_val[1] ? MinMax_stage1_val[0] :
              MinMax_stage1_val[1]);
  assign out0 = MinMax_stage2_val;
endmodule   
```
**/design/flow/run.sh**
```bash
#!/bin/bash
# OpenROAD 26Q1-2900-gdf79404cd8, Yosys 0.63+post, stock flow scripts
make -C /OpenROAD-flow-scripts/flow DESIGN_CONFIG=/design/flow/config.mk WORK_HOME=/design/flow/orfs finish
```
**/design/flow/config.mk**
```make
export PLATFORM = sky130hd
export DESIGN_NAME = MinMax
export DESIGN_NICKNAME = MinMax
export VERILOG_FILES = /design/flow/design.v
export SDC_FILE = /design/flow/constraint.sdc
export NUM_CORES = 4
export LEC_CHECK = 1
export CORE_AREA = 10 10 110 110
export DIE_AREA = 0 0 120 120
```
**/design/flow/constraint.sdc**
```tcl
current_design MinMax

set clk_period 9.9
set clk_io_pct 0.2

create_clock -name clk0 -period $clk_period

set non_clock_inputs [all_inputs -no_clocks]
set_input_delay [expr $clk_period * $clk_io_pct] -clock clk0 $non_clock_inputs
set_output_delay [expr $clk_period * $clk_io_pct] -clock clk0 [all_outputs]
```
==> results.toml <==
# generated from flow reports
[run_status]
status = "finished clean"

[place]
placed_cell_area_sq_um = 2233
dp_hpwl_mm = 5.411
placedCellCount = 404
port_buffers = 64
gp_congestion = 0.9318

[cells_and_area]
clock_buffers = 0
final_util = 0.2285
drive_above_1_share = 0.07380
layout.cells.most_common = "clkdlybuf4s50_1"
lay_top_cells = "clkdlybuf4s50_1 (64), inv_1 (35), ha_1 (32)"
final_cell_area_sq_um = 2233
layout.cells.non_filler = 404
fillers = 1071
syn_to_final_growth_pct = 54.14
flops = 0
regArea_sq_um = 0

[floorplanning]
die-area_sq_um = 14400
core_sq_um = 9774
fp-row-count = 36
die_h_um = 120
die_width_um = 120
io_pins = 64
initCoreUtil = 0.1482

[cts]
post_cts_buffers = 0
post_cts_resized = 0
cts_hold_buf = 0

[global_route]
antenna_found_initial = 0
grt_max_degree = 18
grt_pass1_vias = 1845
grt_pass1_wl_mm = 9.853
gr-total-overflow = 0
gr-usage-all-layers = 0.08411

[drt]
wl_mm = 6.286
drcViolationCount = 0
diodes = 0
viasPerCell = 4.559
vias = 1842
dr.pass1.iters = 4
antenna_left = 0
drt_iter0_drc = 73
routedWlPerCell_um = 15.56

[synth]
synth.largest_area_cell = "ha_1"
top_cell_area_share = 0.2763
topCellsByArea = "ha_1 (28%), a2111oi_0 (9.7%), inv_1 (9.1%)"
ys_area_sq_um = 1449
postSynthSeqShare = 0
synth.cell_area_sq_um = 1449
syn_avg_cell_area_sq_um = 6.867
ys_warn_count = 1
yosys_cells = 211
netlist_instances = 211
synth.distinct_cells = 33

[setup_path]
crit_buf_inv = 4
cp.arrival_ns = 7.09
cp_slowest_cell = "or4_1"
crit_chain = "clkdlybuf4s50_1, inv_1, ha_1, nand4_2, or4_1, a21o_1, and3_1, buf_4, o21ai_0, nand2_1, ha_1, nand2_1, or3_1, a221oi_2, a211oi_1, a211o_1, a31oi_1, clkdlybuf4s50_1"
critPathLaunchType = "primary input"
cpLargestDelayFamily = "AND-OR/OR-AND gates"
cp_slowest_stage_delay_ns = 0.55
cp-end-kind = "output pin"
required_ns = 7.92
worstPathMaxFanout = 16
critPathKind = "in -> out"

[pwr]
leakagePower_nw = 0.9941
power_mw = 0.1793
powerDensity_nw_per_um2 = 80.27
peakVddDrop_v = 0.00002629

[job]
maxCapViolations = 0
tool_warnings = 32

[timing]
max_freq_mhz = 110.3
setup_tns_ns = 0
hold_viol_final = 0
rsz0062_at_grt = "false"
slew_headroom = 0.6071
drv_slew = 0
tightest_slew_ns = 0.5894
period_minus_slack_ns = 9.068
setup_viol = 0
final.period_utilization = 0.9160

[hold_path]
hold_path_class = "in -> out"
power breakdown:
group / total, mW / internal, mW / switching [mW]
logic: 0.179 / 0.0922 / 0.0871
registers: 0 / 0 / 0
clock network: 0 / 0 / 0
total: 0.179 / 0.0922 / 0.0871
logic make-up (layout without fill, tap and decap cells):
logic type | count (synthesis) | count (layout) | synth area share
AND-OR/OR-AND | 75 | 75 | 0.3834
AND/OR/NAND/NOR | 59 | 59 | 0.2029
buffers and inverters | 45 | 105 | 0.1373
adder cells (fa/ha/maj) | 32 | 32 | 0.2763
Yosys cell counts, types with 2 or more instances:
cell	instances
nand4_1	6
nor2_1	2
a2111oi_0	16
a21oi_1	9
ha_1	32
a21o_1	5
nor2b_1	3
or4_1	2
nor3_1	2
buf_2	3
buf_6	2
nand2_1	22
nand3_1	17
o21ai_0	7
o211ai_1	2
a211oi_1	3
clkbuf_1	4
inv_1	35
o21ai_2	10
a31oi_1	16
path summary, 6_finish.rpt:
path	from	to	slack, ns	cells past startpoint
hold / removal	in0_0[2]	out0[2]	4.97	4
setup / recovery	in0_1[15]	out0[14]	0.83	18
metrics by stage:
| step | hold slack [ns] | setup slack [ns] |
|---|---|---|
| 3_5_place_dp | 4.981 | 0.8677 |
| 4_1_cts | 4.981 | 0.8506 |
| 2_1_floorplan | 4.051 | 2.380 |
| 3_3_place_gp | 4.980 | 0.9748 |
| 6_report | 4.972 | 0.8320 |
| 5_1_grt | 5.026 | 0.4809 |
final cells by class:
| type | instances | area (sq um) | share of cell area |
|---|---|---|---|
| Timing Repair Buffer | 70 | 685.7 | 0.3070 |
| Multi-Input combinational cell | 166 | 1250 | 0.5597 |
| Tap cell | 133 | 166.4 | 0.07451 |
| Inverter | 35 | 131.4 | 0.05882 |
per-layer routing:
layer  wire length (um)  part of all wire  global-route usage
met1               2888              0.46              0.1163
met3                622             0.099             0.02570
met2               2750              0.44              0.1320
met5                  0                 0                   0
met4                 25            0.0040            0.004525
No activity file was given, so power comes from the tool's default toggle rates.
