<file path="./config.mk">
export PLATFORM = sky130hd
export DESIGN_NAME = TriangularWaves
export DESIGN_NICKNAME = TriangularWaves
export VERILOG_FILES = /design/flow/design.v
export SDC_FILE = /design/flow/constraint.sdc
export NUM_CORES = 4
export LEC_CHECK = 1
export CORE_AREA = 10 10 100 100
export DIE_AREA = 0 0 110 110
</file>
<file path="./constraint.sdc">
current_design TriangularWaves

set clk_period 11.5
set clk_io_pct 0.2

create_clock -name clk0 -period $clk_period [get_ports {clk}]

set non_clock_inputs [all_inputs -no_clocks]
set_input_delay [expr $clk_period * $clk_io_pct] -clock clk0 $non_clock_inputs
set_output_delay [expr $clk_period * $clk_io_pct] -clock clk0 [all_outputs]
</file>
<file path="./design.v">
`timescale 1 ns / 1 ns
module TriangularWaves
          (
           clk,
           reset,
           clk_enable,
           ce_out,
           Out5
          );
  input   clk;
  input   reset;
  input   clk_enable;
  output  ce_out;
  output  signed [15:0] Out5;   
  wire enb;
  wire signed [15:0] Constant_out1;   
  reg [15:0] Counter_Limited_count;   
  wire [15:0] Counter_Limited_out1;   
  wire signed [15:0] Add_out1;   
  wire switch_compare_1;
  wire signed [15:0] Counter_Limited_out1_dtc;   
  wire signed [15:0] Switch_out1;   
  wire signed [15:0] Constant1_out1;   
  wire signed [15:0] Add1_out1;   
  assign Constant_out1 = 16'sd12499;
  assign enb = clk_enable;
  always @(posedge clk or posedge reset)
    begin : Counter_Limited_process
      if (reset == 1'b1) begin
        Counter_Limited_count <= 16'b0000000000000000;
      end
      else begin
        if (enb) begin
          if (Counter_Limited_count == 16'b0011000011010011) begin
            Counter_Limited_count <= 16'b0000000000000000;
          end
          else begin
            Counter_Limited_count <= Counter_Limited_count + 16'b1;
          end
        end
      end
    end
  assign Counter_Limited_out1 = Counter_Limited_count;
  assign Add_out1 = Constant_out1 - $signed({1'b0, Counter_Limited_out1});
  assign switch_compare_1 = (Add_out1 >= 16'sb0001100001101001 ? 1'b1 :
              1'b0);
  assign Counter_Limited_out1_dtc = Counter_Limited_out1;
  assign Switch_out1 = (switch_compare_1 == 1'b0 ? Counter_Limited_out1_dtc :
              Add_out1);
  assign Constant1_out1 = 16'sd9374;
  assign Add1_out1 = Switch_out1 - Constant1_out1;
  assign Out5 = Add1_out1;
  assign ce_out = clk_enable;
endmodule   
</file>
<file path="./run.sh">
#!/bin/bash
# OpenROAD 26Q1-2900-gdf79404cd8, Yosys 0.63+post, stock flow scripts
make -C /OpenROAD-flow-scripts/flow DESIGN_CONFIG=/design/flow/config.mk WORK_HOME=/design/flow/orfs finish
</file>
==> flow_metrics.tcl <==
# flow metrics
set metrics [dict create \
    clockRootBuffer "clkbuf_8" \
    fin_ws_ps 4320 \
    post-cts-setup-buffer-count 0 \
    port_buffers 19 \
    cellLeakagePower_nw 0.868 \
    yosysUniqueCellTypes 56 \
    syn_inst 259 \
    grt_use_met3_pct 1.29 \
    finalCriticalPeriod_ps 7180 \
    cts.repair.resized 0 \
    fillers 847 \
    ff_type "dfrtp_1" \
    synthXorXnorAreaFrac_pct 16.6 \
    largest_reg_flops 16 \
    cts_sinks 16 \
    top_cell "nor2_1" \
    diodes 0 \
    drive_gt1_share_pct 6.42 \
    common_cells "nor2_1 (32), xnor2_1 (26), nand2_1 (18)" \
    worstSetupPathType "flip-flop to primary output" \
    fin_crit_sh_pct 62.4 \
    initCoreUtil_pct 25.6 \
    cp-end-kind "primary output" \
    first_iter_violations 191 \
    clk_latency_ps 240 \
    maxCapViolations 0 \
    ys_cells 259 \
    numSynthFlops 16 \
    status "finished, final reports clean" \
    rsz0062_at_grt "false" \
    arrival_ps 4880 \
    timing.critical_path.fanout_max 10 \
    hold_path.class "flip-flop to flip-flop" \
    cts_buffer_depth 2 \
    cts_tree "done" \
    fp.dieH_um 110 \
    detail_route.vias_per_cell 5.04 \
    cp.required_ps 9200 \
    syn_area_um2 2000 \
    grt_max_degree 20 \
    cts_hold_buffers 0 \
    top_cells_by_area "dfrtp_1 (20%), xnor2_1 (11%), nor2_1 (6.0%)" \
    clk_pin_slew_worst_paths_ps 60 \
    use_met2_pct 13.8 \
    io-pin-count 20 \
    busiest_layer "met2" \
    hpwlAfterDp_mm 4.06 \
    setup_viol 0 \
    p_per_area_nw_per_um2 214 \
    ys_sh_simple_pct 27.1 \
    fa_ha_area_share_pct 4.38 \
    final_hold_viol_count 0 \
    ys_seq_share_pct 20.0 \
    ant_nets 0 \
    yosys_area_um2 2000 \
    top_area_share_pct 20.0 \
    aoi_share_pct 21.5 \
    grt_first_pass_wirelength_mm 8.86 \
    overflow 0 \
    drt-pass1-iter-count 4 \
    row_count 32 \
    setup_tns_ps 0 \
    dieArea_um2 12100 \
    antenna_found_initial 0 \
    peakVddDrop_v 0.000131 \
    coreArea_um2 7810 \
    largest-register "Counter_Limited_count" \
    drc_errors 0 \
    htreeDepth 1 \
    logic_area_um2 1470 \
    start_kind "flip-flop" \
    syn_to_final_growth_pct 14.0 \
    hold_slack_ps 582 \
    finClkSkew_ps 2.85 \
    post_drt_wl_per_cell_um 14.2 \
    synthTopLogicFamily "simple AND/OR/NAND/NOR gates" \
    tightest_slew_ps 851 \
    fp.dieW_um 110 \
    finalMaxSlewViolations 0 \
    seq_area_um2 400 \
    synthArstFlopShare_pct 100 \
    gp_congestion 0.898 \
    ys_sh_mux_pct 3.75 \
    reg_top3 "Counter_Limited_count (16)" \
    warnings 29 \
    ys_warn_count 1 \
    via_count 1850 \
    grt.total_usage_pct 8.82 \
    synth-edff-count 0 \
    place_ws_ps 4630 \
    cts_buffers 3 \
    synth.largest_area_cell "dfrtp_1" \
    avgSynthCellArea_um2 7.72 \
    drt-total-wl_mm 5.22 \
    max_freq_ghz 0.139 \
    first_global_vias 1760 \
    relSlewSlack_pct 43.0 \
    met1_usage_pct 13.2 \
]
-- worst max-delay path, stage by stage (launching register included) --
cell and delay [ps]:
dfrtp_1 490, inv_1 160, ha_1 310, nor2b_1 120
o21a_1 300, a211o_1 380, a2111o_1 380, a31oi_2 230
xnor2_1 170, ha_1 240, nand3_1 90, mux2_2 330
a32o_1 310, a21o_1 190, a221o_1 300, xnor2_1 140
clkdlybuf4s50_1 490
-- path summary, 6_finish.rpt --
kind | start | endpoint | slack, ps | cells past startpoint
setup / recovery | Counter_Limited_count[2] | Out5[9] | 4320 | 16
hold / removal | Counter_Limited_count[15] | Counter_Limited_count[15] | 580 | 1
setup reg to reg | Counter_Limited_count[2] | Counter_Limited_count[15] | 9550 | 6
hold reg to reg | Counter_Limited_count[15] | Counter_Limited_count[15] | 580 | 1
max in group asynchronous | reset | Counter_Limited_count[10] | 8690 | 2
min in group asynchronous | reset | Counter_Limited_count[4] | 2420 | 2
-- per-stage QoR --
| stage | total power (W) | utilization [%] | std cells | instance area [um^2] |
|---|---|---|---|---|
| 2_1_floorplan | 0.000299 | - | 259 | 2000 |
| 3_3_place_gp | 0.000452 | 28.7 | 364 | 2240 |
| 3_5_place_dp | 0.000450 | 28.7 | 364 | 2240 |
| 4_1_cts | 0.000495 | 29.2 | 367 | 2280 |
| 5_1_grt | 0.000536 | 29.2 | 367 | 2280 |
| 6_report | 0.000487 | 29.2 | 367 | 2280 |
-- cell type report --
| class | instances | area share, % |
|---|---|---|
| Multi-Input combinational cell | 215 | 64.4 |
| Sequential cell | 16 | 17.6 |
| Timing Repair Buffer | 21 | 9.00 |
| Tap cell | 102 | 5.60 |
| Clock buffer | 3 | 1.81 |
| Inverter | 10 | 1.65 |
-- layer usage --
layer | share of wire, % | vias to the layer above | wire (um)
li1 | - | 939 | -
met1 | 50 | 869 | 2630
met2 | 44 | 40 | 2320
met3 | 4.4 | 2 | 229
met4 | 0.69 | 0 | 36
met5 | 0 | - | 0
-- placed cells by master, fill, tap and decap left out, types with 4 or more instances in the layout --
cell type        count
nor2_1              32
xnor2_1             26
clkdlybuf4s50_1     19
nand2_1             18
dfrtp_1             16
xor2_1              12
o21ai_0             12
nor3_1              11
inv_1               10
nand3_1              8
ha_1                 7
a21oi_1              6
nand2b_1             6
o21a_1               5
nand4_1              4
and3_1               4
o211ai_1             4
nor4_1               4
mux2_2               4
-- kinds of logic after synthesis --
logic type,Yosys count
multiplexers,7
flip-flops,16
AND/OR/NAND/NOR,106
adder cells (fa/ha/maj),7
XOR/XNOR,38
buffers and inverters,28
AND-OR/OR-AND,57
-- report_power, final --
part	switching [W]	internal, W
clock	0.0000178	0.0000232
combinational	0.000147	0.000189
sequential	0.0000410	0.0000696
No activity file was given, so power comes from the tool's default toggle rates.
